==> flow/design.v <==
module counter (
    input             clk,        
    input             rst_n,      
    input             count_en,   
    input             count_clr,  
    output reg [7:0]  count,      
    output reg        overflow    
);
reg [7:0] count_next;
always @(posedge clk or negedge rst_n) begin
    if (!rst_n) begin
        count <= 8'h00; 
    end else begin
        count <= count_next; 
    end
end
always @(*) begin
    overflow = 1'b0; 
    if (count_clr) begin
        count_next = 8'h00; 
    end else if (count_en) begin
        if (count == 8'hFF) begin
            count_next = 8'h00; 
            overflow = 1'b1;   
        end else begin
            count_next = count + 1; 
        end
    end else begin
        count_next = count; 
    end
end
endmodule 
module counter_top (
    input               clk,
    input               rst_n,
    input               wr_en,
    input               rd_en,
    input      [9:0]    addr,
    input      [31:0]   wdata,
    output     [31:0]   rdata,
    output              overflow
);
wire        count_en_sig;
wire        count_clr_sig;
wire [7:0]  count_val_sig;
register_file_ctrl reg_ctrl_inst (
    .clk        (clk),
    .rst_n      (rst_n),
    .wr_en      (wr_en),
    .rd_en      (rd_en),
    .addr       (addr),
    .wdata      (wdata),
    .rdata      (rdata),     
    .count      (count_val_sig), 
    .count_en   (count_en_sig), 
    .count_clr  (count_clr_sig) 
);
counter counter_inst (
    .clk        (clk),
    .rst_n      (rst_n),
    .count_en   (count_en_sig),  
    .count_clr  (count_clr_sig),  
    .count      (count_val_sig),  
    .overflow   (overflow)       
);
endmodule 
module register_file_ctrl (
    input               clk,
    input               rst_n,
    input               wr_en,
    input               rd_en,
    input      [9:0]    addr,
    input      [31:0]   wdata,
    output reg [31:0]   rdata, 
    input      [7:0]    count,      
    output              count_en,   
    output              count_clr   
);
reg count_start_reg;  
reg count_clr_reg;    
always @(posedge clk or negedge rst_n) begin
    if (!rst_n) begin
        count_start_reg <= 1'b0; 
        count_clr_reg   <= 1'b0; 
    end else begin
        if (wr_en && addr == 10'h000) begin 
            count_start_reg <= wdata[0];
            count_clr_reg   <= wdata[1];
        end
    end
end
assign count_en  = count_start_reg;
assign count_clr = count_clr_reg;
always @(*) begin
    if (!rd_en) begin
        rdata = 32'h00000000; 
    end else begin
        case (addr)
            10'h000 :  
                rdata = {30'b0, count_clr_reg, count_start_reg}; 
            10'h004 :  
                rdata = {24'b0, count[7:0]}; 
            default :  
                rdata = 32'h00000000; 
        endcase
    end
end
endmodule 
==> flow/config.mk <==
export PLATFORM = sky130hd
export DESIGN_NAME = counter_top
export DESIGN_NICKNAME = counter_top
export VERILOG_FILES = /design/flow/design.v
export SDC_FILE = /design/flow/constraint.sdc
export NUM_CORES = 4
export LEC_CHECK = 1
export CORE_AREA = 10 10 81 81
export DIE_AREA = 0 0 91 91
==> flow/constraint.sdc <==
current_design counter_top

set clk_period 3.0
set clk_io_pct 0.2

create_clock -name clk0 -period $clk_period [get_ports {clk}]

set non_clock_inputs [all_inputs -no_clocks]
set_input_delay [expr $clk_period * $clk_io_pct] -clock clk0 $non_clock_inputs
set_output_delay [expr $clk_period * $clk_io_pct] -clock clk0 [all_outputs]
==> flow/run.sh <==
#!/bin/bash
# OpenROAD 26Q1-2900-gdf79404cd8, Yosys 0.63+post, stock flow scripts
make -C /OpenROAD-flow-scripts/flow DESIGN_CONFIG=/design/flow/config.mk WORK_HOME=/design/flow/orfs finish
==> results.toml <==
# flow metrics
[final_layout]
final_area_um2 = 1150
drive_above_1_share_pct = 12.6
layout_top_cells = "24 x conb_1, 24 x clkdlybuf4s50_1, 10 x inv_1, 10 x dfrtp_1, 9 x nor2_1"
synthToLayoutAreaGrowth_pct = 41.2
largest_reg_flops = 8

[timing]
skew_ns = 0.000413
setup_viol = 0
drv_slew = 0
hold_viol = 0
timing.final.crit_share_pct = 96.0
min_period_ns = 2.88
fmax_ghz = 0.347
rsz0062_at_grt = "true"

[cts]
clock-sinks = 10
cts.path.max_buffers = 2
cts_buffers = 3
insertion_delay_ns = 0.23
hold_buffers = 0
htreeDepth = 1
cts-root-buf = "clkbuf_8"
cts.clk_slew.worst_paths_ns = 0.05
cts_tree = "yes"

[setup_path]
crit_top_cell = "clkdlybuf4s50_1"
cp_max_fo = 8
required_ns = 2.40
crit_type = "in2out"
crit_buf_inv = 3
r2r_cells = 4
rr_startpoint = "counter_inst.count[0]"
cp.arrival_ns = 2.28
timing.rr.end = "counter_inst.count[4]"
cp-end-kind = "output port"
slowest_stage = "clkdlybuf4s50_1"
path_depth = 6
path_cells = "clkdlybuf4s50_1 > nor4_4 > nand4_1 > buf_6 > nor3_1 > clkdlybuf4s50_1"
cp_slowest_stage_delay_ns = 0.51
cp-start-kind = "input pin"
rrSetupSlack_ns = 1.42
critPathTopFamily = "buffers and inverters"

[global_routing]
first_global_vias = 743
grt_max_degree = 13
grt_use_total_pct = 5.14
antenna_found_initial = 0
overflow = 0
grt_pass1_wl_mm = 3.57

[run]
maxCapViolCount = 0
warnings = 56

[synthesis]
synth_top_area_share_pct = 30.8
synth_seq_share_pct = 30.8
ff_type = "dfrtp_1"
edf_count = 0
yosysWarnings = 2
numSynthFlops = 10
syn_area_um2 = 813
synthTopCellsByArea = "dfrtp_1 31%, buf_4 22%, nor3_1 4.9%"
synth_cell_type_count = 25
top_area_cell = "dfrtp_1"
syn_inst = 100
yosys-stat-cells = 100
syn_area_per_cell_um2 = 8.13
yosys-stat-area_um2 = 813
async_flop_share_pct = 100

[power]
peakVddDrop_mv = 0.183
power_density_nw_per_um2 = 314
leakage_nw = 0.459
p_total_mw = 0.361

[drt]
via_count = 689
drc = 0
drt_first_pass_iters = 4
num_antenna_cells = 0
via_per_inst = 3.55
initialDrtViolationCount = 65
wl_per_cell_um = 10.9
drtAntennaViolNets = 0
routed_wl_mm = 2.12

[die]
rows = 25
initCoreUtil_pct = 16.9
fp.dieArea_um2 = 8280
die_h_um = 91
io_pins = 79
core-area_um2 = 4820
die_w_um = 91

[min_path]
hold_path_end = "counter_inst.count[7]"
hp-start = "counter_inst.count[7]"
hold_depth = 2
hold_path_class = "reg2reg"

[placed_design]
io_buffers = 24
place_area_um2 = 1050
place_congestion = 0.776
dp_hpwl_mm = 1.77

[status]
status = "completed"
[metrics by stage]
| stage | hold slack [ns] | std cells | worst slack (ns) | TNS, ns | utilization, % |
|---|---|---|---|---|---|
| finish | 0.576 | 194 | 0.119 | 0 | 23.8 |
| global route | 0.605 | 194 | 0.0147 | 0 | 23.8 |
| floorplan | 0.304 | 123 | 1.09 | 0 | - |
| global placement | 0.565 | 190 | -0.00999 | -0.0177 | 21.8 |
| detailed placement | 0.567 | 190 | -0.0112 | -0.0112 | 21.8 |
| CTS | 0.574 | 194 | 0.0323 | 0 | 23.1 |
[area by class of cell]
type,instances,area (um^2)
clock buffer,4,55.1
fill,530,3670
inverter,10,37.5
multi-input combinational,77,463
sequential,10,250
tap,67,83.8
timing repair buffer,26,259
[worst max-delay path by stage]
stage,startpoint,endpoint,slack (ns)
final,addr[8],rdata[3],0.12
after global routing,addr[8],rdata[0],0.01
after CTS,addr[7],rdata[7],0.03
[worst register-to-register path, delay by kind of cell (launching register included)]
family	cells	cell delay, ns
simple gates	2	0.23
fa+ha+maj	1	0.29
compound gates	1	0.45
flops	1	0.49
[routing by layer]
layer	global-route usage, %	routed length [um]
met3	1.91	116
met4	0.131	6
met5	0	0
met1	6.31	912
met2	8.89	1090
[kinds of logic after synthesis]
family | Yosys count | share of synthesized area (%)
compound gates | 10 | 7.54
xor+xnor | 3 | 3.23
fa+ha+maj | 1 | 1.54
buf+inv | 36 | 27.8
flops | 10 | 30.8
mux | 6 | 7.85
other cells | 1 | 0.461
simple gates | 33 | 20.8
[timing repair]
item                                    CTS  global route
endpoints found under the setup margin    2             7
pin swaps                                 0             2
resized                                   1             7
buffers inserted                          0             0
[synthesized netlist by cell type (2+ instances only)]
master / n
nand4_1: 3
xnor2_1: 3
mux2_2: 3
nor2_1: 9
o31ai_1: 2
nor4_1: 2
mux2i_1: 3
buf_4: 24
nor2b_1: 2
nor3_1: 8
o21ai_0: 2
a21oi_1: 4
nand2_1: 4
nand3_1: 2
dfrtp_1: 10
inv_1: 10
[report_power, final]
group,internal (mW),total [mW],switching (mW)
Sequential,0.140,0.153,0.0123
Combinational,0.0253,0.0425,0.0172
Clock,0.115,0.166,0.0509
Total,0.281,0.361,0.0804

==> design/flow/run.sh <==
#!/bin/bash
# OpenROAD 26Q1-2900-gdf79404cd8, Yosys 0.63+post, stock flow scripts
make -C /OpenROAD-flow-scripts/flow DESIGN_CONFIG=/design/flow/config.mk WORK_HOME=/design/flow/orfs finish
==> design/flow/config.mk <==
export PLATFORM = sky130hd
export DESIGN_NAME = timer_reg_file_standard_decoder
export DESIGN_NICKNAME = timer_reg_file_standard_decoder
export VERILOG_FILES = /design/flow/design.v
export SDC_FILE = /design/flow/constraint.sdc
export NUM_CORES = 4
export LEC_CHECK = 1
export CORE_AREA = 10 10 178 178
export DIE_AREA = 0 0 188 188
==> design/flow/design.v <==
module timer_reg_file_standard_decoder #(
    parameter ADDR_WIDTH = 12,
    parameter DATA_WIDTH = 32
) (
    input wire                  clk,
    input wire                  rst_n,
    input wire [ADDR_WIDTH-1:0] addr,         
    input wire                  wr_en,        
    input wire                  rd_en,        
    input wire [DATA_WIDTH-1:0] wdata,        
    output reg [DATA_WIDTH-1:0] rdata,        
    input wire [63:0]           mtime,           
    input wire                  int_pending_set, 
    output wire [31:0]          reg_tcr_val,     
    output wire [63:0]          reg_tcmp_val,    
    output wire [31:0]          reg_tier_val,    
    output wire [31:0]          reg_tisr_val,   
    output wire [31:0]          reg_thcsr_val   
);
localparam TCR   = 12'h000;
localparam TDR0  = 12'h004;
localparam TDR1  = 12'h008;
localparam TCMP0 = 12'h00C;
localparam TCMP1 = 12'h010;
localparam TIER  = 12'h014;
localparam TISR  = 12'h018;
localparam THCSR = 12'h01C;
localparam TCR_DEFAULT   = 32'h0000_0100;
localparam TDR0_DEFAULT  = 32'h0000_0000;
localparam TDR1_DEFAULT  = 32'h0000_0000;
localparam TCMP0_DEFAULT = 32'hFFFF_FFFF;
localparam TCMP1_DEFAULT = 32'hFFFF_FFFF;
localparam TIER_DEFAULT  = 32'h0000_0000;
localparam TISR_DEFAULT  = 32'h0000_0000;
localparam THCSR_DEFAULT = 32'h0000_0000;
reg [7:0]  reg_sel;       
reg [31:0] tcr_reg;
reg [31:0] tdr0_reg;
reg [31:0] tdr1_reg;
reg [31:0] tcmp0_reg;
reg [31:0] tcmp1_reg;
reg [31:0] tier_reg;
reg [31:0] tisr_reg;
reg [31:0] thcsr_reg;
always @(*) begin
    reg_sel = 8'b0000_0000;
    case (addr)
        TCR:   reg_sel = 8'b0000_0001;  
        TDR0:  reg_sel = 8'b0000_0010;  
        TDR1:  reg_sel = 8'b0000_0100;  
        TCMP0: reg_sel = 8'b0000_1000;  
        TCMP1: reg_sel = 8'b0001_0000;  
        TIER:  reg_sel = 8'b0010_0000;  
        TISR:  reg_sel = 8'b0100_0000;  
        THCSR: reg_sel = 8'b1000_0000;  
        default: reg_sel = 8'b0000_0000; 
    endcase
end
always @(posedge clk or negedge rst_n) begin
    if (!rst_n) begin
        tcr_reg   <= TCR_DEFAULT;
        tdr0_reg  <= TDR0_DEFAULT;
        tdr1_reg  <= TDR1_DEFAULT;
        tcmp0_reg <= TCMP0_DEFAULT;
        tcmp1_reg <= TCMP1_DEFAULT;
        tier_reg  <= TIER_DEFAULT;
        tisr_reg  <= TISR_DEFAULT;
        thcsr_reg <= THCSR_DEFAULT;
    end else begin
        if (wr_en && reg_sel[0]) begin 
            tcr_reg[11:8] <= wdata[11:8];  
            tcr_reg[1]    <= wdata[1];     
            tcr_reg[0]    <= wdata[0];     
        end
        if (wr_en && reg_sel[1]) begin 
            tdr0_reg <= wdata;
        end
        if (wr_en && reg_sel[2]) begin 
            tdr1_reg <= wdata;
        end
        if (wr_en && reg_sel[3]) begin 
            tcmp0_reg <= wdata;
        end
        if (wr_en && reg_sel[4]) begin 
            tcmp1_reg <= wdata;
        end
        if (wr_en && reg_sel[5]) begin 
            tier_reg[0] <= wdata[0]; 
        end
        if (wr_en && reg_sel[6] && wdata[0]) begin 
            tisr_reg[0] <= 1'b0; 
        end else if (int_pending_set) begin
            tisr_reg[0] <= 1'b1; 
        end
        if (wr_en && reg_sel[7]) begin 
            thcsr_reg[0] <= wdata[0]; 
        end
        thcsr_reg[1] <= 1'b0;
    end 
end 
always @(*) begin
    rdata = 32'b0;
    if (rd_en) begin 
        if (reg_sel[0])      rdata = tcr_reg;
        else if (reg_sel[1]) rdata = mtime[31:0];   
        else if (reg_sel[2]) rdata = mtime[63:32];  
        else if (reg_sel[3]) rdata = tcmp0_reg;
        else if (reg_sel[4]) rdata = tcmp1_reg;
        else if (reg_sel[5]) rdata = tier_reg;
        else if (reg_sel[6]) rdata = tisr_reg;
        else if (reg_sel[7]) rdata = thcsr_reg;
        else                 rdata = 32'b0;             
    end
end
assign reg_tcr_val   = tcr_reg;
assign reg_tcmp_val  = {tcmp1_reg, tcmp0_reg};
assign reg_tier_val  = tier_reg;
assign reg_tisr_val  = tisr_reg;
assign reg_thcsr_val = thcsr_reg;
endmodule 
==> design/flow/constraint.sdc <==
current_design timer_reg_file_standard_decoder

set clk_period 7.6
set clk_io_pct 0.2

create_clock -name clk0 -period $clk_period [get_ports {clk}]

set non_clock_inputs [all_inputs -no_clocks]
set_input_delay [expr $clk_period * $clk_io_pct] -clock clk0 $non_clock_inputs
set_output_delay [expr $clk_period * $clk_io_pct] -clock clk0 [all_outputs]
==> Changelog: implementation <==
### Metrics

- Most used routing layer: met2
- Reg2reg setup slack: 6.82 ns
- Count of endpoints failing hold in the final timing report: 0
- Area growth from synthesis to layout: 44.1%
- Post-route minimum period: 5.71 ns
- Global routing usage on met1: 16.3%
- Setup clock skew after layout: 0 ns
- Global-route met3 utilization: 3.41%
- Slew Viols, Final: 0
- Avg WL per Cell: 20.7 um
- Required arrival time at the worst endpoint: 6.08 ns
- Share of post-route cells with drive strength above 1: 27.9%
- Number of buffers inserted by hold repair at cts: 0
- Final core utilization: 27.5%
- Relative slew slack: 37.1%
- Critical path arrival: 4.19 ns
- Last weighted congestion value of the routability-driven placer: 0.804
- Cell count after synthesis: 483
- Run status: finished clean
- FP Core Util: 19.1%
- Via count normalized by instance count: 4.03
- Mean instance size in the synthesized netlist: 11.0 sq um
- Ant diodes: 0
- Detailed Route WL: 22000 um
- CP Class: input port to output port
- Max Root-Sink Buffers: 2
- Hold depth: 1
- GR met2 Demand/Resource: 19.3%
- Kind of cell adding the most delay to the critical path: simple AND/OR/NAND/NOR gates
- Power per standard cell area: 125 nW/um^2
- Die Y: 188 um
- Slowest cell on the critical path: or3_4
- Max incr delay on CP: 0.67 ns
- Synthesized area: 5310 sq um
- Master cell of the clock root buffer: clkbuf_16
- Final Hold Slack: 0.539 ns
- Number of detailed-route iterations in the first pass: 4
- Achievable frequency: 175 MHz
- Library cells used by synthesis: 43
- Number of cell rows: 61
- Count of endpoints failing setup in the final report: 0
- Overall chip area: 35300 sq um
- Worst-path maximum fanout: 32
- Number of setup buffers added after CTS: 0
- Placed cell areas: 7360 sq um
- Global-route total usage across every layer: 12.0%
- Count of antenna-violating nets left after detailed routing: 0
- Unrepaired setup endpoints after global routing: false
- Yosys stat area: 5310 sq um
- Cts repair resizes: 0
- Overflow after GRT: 0
- Most prevalent standard cell on the critical path: clkdlybuf4s50_1
- Crit path cell chain: clkdlybuf4s50_1 -> or4_4 -> or3_4 -> a2111oi_1 -> clkdlybuf4s50_1
- Number of global-route vias before repair: 4712
- Total negative slack for setup checks: 0 ns
- Main synth FF type: dfstp_2
- Reg2Reg Depth: 1
- H-tree depth: 3
- Cycle use final: 75.2%
- Sequential fraction of the synthesis area: 36.0%
- Clock tree from TritonCTS: done
- Number of warnings in the stage logs: 25
- Number of buffers created by CTS: 9
- Worst Path Buf+Inv: 2
- Final instance area: 7650 sq um
- Async set-or-reset flop fraction in the synthesized netlist: 100%
- Clock edge transition at the registers on the reported setup and hold paths: 0.07 ns
- Routed vias: 4284
- Clock Sink Count: 73
- Yosys Warn Count: 1
- Critical Path Sink Type: output port
- Insertion delay to the later sink of the worst-skew pair: 0.35 ns
- Number of design-rule violations left by the first detailed-router iteration: 147
- Transition at the pin with the smallest max-transition slack: 0.942 ns
- RR Endpoint: tcmp1_reg[12]$_DFFE_PN1P_
- Worst supply voltage drop on vdd: 73.2 uV
- Tally of max-capacitance violations: 0
- Post-synth EDFFs: 0
- Global-route wire length before repair: 32300 um
- Count of input and output buffers: 217
- Maximum number of pins on one net before global-route repair: 41
- Number of antenna violations at the first check in global routing: 0
- Number of design rule violations left after detail routing: 0
- Beginning of the worst hold path: reg_tcr_val[1]$_DFFE_PN0P_
- Critical register-to-register path startpoint: tcmp1_reg[12]$_DFFE_PN1P_
- Hpwl dp: 16600 um
- Startpoint type of the worst setup path: input port
- Number of placed I/O pins: 337
- Cell leakage power: 0.00286 uW
- Worst hold path class: flop to flop
- Seq cells post-synth: 73
- Min-Delay Endpoint: reg_tcr_val[1]$_DFFE_PN0P_
- Yosys cell count: 483
- Core outline area: 27800 sq um
- Horizontal extent of the die: 188 um
==> final cells by class <==
cell class	count	area (sq um)
clock buffer	9	225
clock inverter	7	62.6
fill	2939	20100
inverter	3	11.3
multi-input combinational	362	2710
sequential	73	1910
tap	378	473
timing repair buffer	230	2260
==> routing by layer <==
metal / vias to the layer above / part of all wire, %
met4: 0 / 1.2
met3: 12 / 7.6
li1: 1950 / -
met2: 234 / 47
met1: 2088 / 44
met5: - / 0
==> placed cells by master, fill, tap and decap left out, types with 14 or more instances in the layout <==
| cell | count |
|---|---|
| buf_4 | 14 |
| mux2_2 | 54 |
| dfstp_2 | 65 |
| mux2_1 | 18 |
| a21oi_1 | 25 |
| a32oi_1 | 25 |
| conb_1 | 119 |
| a31oi_1 | 23 |
| clkdlybuf4s50_1 | 214 |
| a2111oi_2 | 24 |
==> cells in the mapped netlist, types with 2 or more instances <==
master	count	share of area (%)
buf_4	122	17
dfstp_2	65	32
mux2_2	54	11
a21oi_1	25	2.4
a32oi_1	25	4.1
clkbuf_1	25	1.8
a2111oi_2	24	6.8
a31oi_1	23	2.7
mux2_1	18	3.8
mux2i_1	11	2.1
nand2_1	11	0.78
buf_6	10	2.1
dfrtp_1	8	3.8
a211oi_1	5	0.71
nand2b_1	5	0.59
o22a_1	5	0.83
nor2b_1	4	0.47
buf_1	3	0.21
buf_2	3	0.28
inv_1	3	0.21
nor3_1	3	0.28
or2_2	3	0.35
a2111oi_1	2	0.38
nand3_1	2	0.19
nand4b_1	2	0.33
nor2_1	2	0.14
nor3b_1	2	0.28
nor4_1	2	0.24
nor4_4	2	0.80
==> worst max path at each step <==
stage	startpoint	endpoint	slack, ns	cells past startpoint
global route	addr[4]	rdata[28]	1.75	5
finish	addr[0]	rdata[31]	1.89	5
CTS	addr[0]	rdata[0]	1.84	5
==> stage by stage <==
step | total power, uW | std cells | setup WS [ns]
after global placement | 550 | 1046 | 1.87
after floorplan | 490 | 601 | 3.12
after CTS | 988 | 1062 | 1.84
after global routing | 1010 | 1062 | 1.75
after detailed placement | 550 | 1046 | 1.87
final | 958 | 1062 | 1.89
==> power by group <==
| group | total, uW | switching [uW] | internal, uW |
|---|---|---|---|
| combinational | 147 | 75.4 | 71.4 |
| sequential | 394 | 1.37 | 393 |
| clock | 417 | 189 | 228 |
| total | 958 | 266 | 692 |
==> cell families after synthesis <==
family | share of synthesized area [%]
other | 0.0707
multiplexers | 17.8
AND/OR/NAND/NOR | 6.01
AND-OR/OR-AND | 18.3
flip-flops | 36.0
buffers and inverters | 21.9
Power and IR drop assume default switching activity.

<file path="./config.mk">
export PLATFORM = sky130hd
export DESIGN_NAME = register_file
export DESIGN_NICKNAME = register_file
export VERILOG_FILES = /design/flow/design.v
export SDC_FILE = /design/flow/constraint.sdc
export NUM_CORES = 4
export LEC_CHECK = 1
export CORE_UTILIZATION = 40
</file>
<file path="./constraint.sdc">
current_design register_file

set clk_period 12.7
set clk_io_pct 0.2

create_clock -name clk0 -period $clk_period [get_ports {clk}]

set non_clock_inputs [all_inputs -no_clocks]
set_input_delay [expr $clk_period * $clk_io_pct] -clock clk0 $non_clock_inputs
set_output_delay [expr $clk_period * $clk_io_pct] -clock clk0 [all_outputs]
</file>
<file path="./design.v">
module register_file (
    input               clk,      
    input               rst_n,   
    input               wr_en,    
    input               rd_en,    
    input      [9:0]    addr,    
    input      [31:0]   wdata,    
    output reg [31:0]   rdata     
);
reg [31:0] data0_reg;  
reg [31:0] data1_reg;  
always @(posedge clk or negedge rst_n) begin
    if (!rst_n) begin
        data0_reg <= 32'h00000000;
        data1_reg <= 32'hFFFFFFFF;
    end else begin
        if (wr_en) begin
            if (addr == 10'h000) begin
                data0_reg <= wdata;
            end
            else if (addr == 10'h008) begin
                data1_reg <= wdata;
            end
        end
    end
end
always @(*) begin
    if (!rd_en) begin
        rdata = 32'h00000000;
    end else begin
        case (addr)
            10'h000 : rdata = data0_reg;        
            10'h004 : rdata = data0_reg;        
            10'h008 : rdata = data1_reg;        
            10'h00C : rdata = data1_reg;        
            default : rdata = 32'h00000000;     
        endcase
    end
end
endmodule 
</file>
<file path="./run.sh">
#!/bin/bash
# OpenROAD 26Q1-2900-gdf79404cd8, Yosys 0.63+post, stock flow scripts
make -C /OpenROAD-flow-scripts/flow DESIGN_CONFIG=/design/flow/config.mk WORK_HOME=/design/flow/orfs finish
</file>
==> ds_physical_params.txt <==
Implementation parameters

Parameter                              Value

Setup path
  Category of the most critical setup path .................. in2out
  Data arrival time of the critical path .................. 4.93 ns
  Startpoint class of the critical path .................. input pin
  WP data required .................. 10.16 ns
  Cells along the critical path .................. clkdlybuf4s50_1 > nor4_4 > nand3_1 > buf_4 > nor2_1 > clkdlybuf4s50_1
  Critical path's slowest cell .................. sky130_fd_sc_hd__nand3_1
  Library cell appearing most often on the critical path .................. sky130_fd_sc_hd__clkdlybuf4s50_1
  Largest fanout of any net on the critical path .................. 18
  Sort of element at the end of the critical path .................. output pin
  Worst stage delay on the critical path .................. 0.49 ns

Synthesis
  Sequential-to-total area share from yosys stat .................. 52.10%
  Total standard cell area after synthesis .................. 3151 sq um
  Most common flop cell mapped by yosys .................. sky130_fd_sc_hd__dfstp_2
  Synth warnings .................. 1
  Gate count of the mapped netlist .................. 212
  Count of distinct cell types in the synthesized netlist .................. 16
  Number of synthesized register bits .................. 64
  Post-synth tally of flip-flops with integrated enable .................. 0
  Cell total in the yosys stat output .................. 212
  YS chip area .................. 3151 sq um
  Ys async rst share .................. 100.0%
  Synthesized area per cell .................. 14.86 sq um

Power
  Cell internal power dissipation .................. 336.9 uW
  Proportion of power drawn by the clock network .................. 43.7%
  Pwr/cell area .................. 102.7 nW/um^2
  Sw Pwr .................. 91.72 uW
  Fraction of power spent switching nets .................. 21.40%
  Gate power share .................. 7.3%
  Static Leak .................. 1.864 nW
  Worst IR drop on VDD .................. 0.00009155 V
  Proportion of power drawn by flip-flops and latches .................. 49.0%

Placed design
  Pre-CTS setup slack .................. 5.164 ns
  Post-Place Cells .................. 379
  Last weighted congestion value of the routability-driven placer .................. 0.7250
  # port buffers .................. 77
  HPWL Detailed .................. 4.012 mm

Global route
  Global-route total usage across every layer .................. 17.00%
  Vias in the first global route .................. 2093
  Number of antenna violations at the first check in global routing .................. 0
  Maximum number of pins on one net before global-route repair .................. 43
  First-pass GRT wire length .................. 10.65 mm
  Grt ovf .................. 0

Routing
  Antenna diode count .................. 0
  DR vias .................. 1907
  Antenna-violating nets left .................. 0
  DRC violations left .................. 0
  Number of vias per cell .................. 4.828
  Number of iterations in the first detailed-routing pass .................. 4
  DRC violation total after the first TritonRoute iteration .................. 60
  Final routed wire length divided by cell count .................. 15.72 microns
  Wirelength, routed .................. 6.211 mm

Finish
  Number of fill cells in the layout .................. 618
  Area Growth Syn to Fin .................. 32.49%
  Number of non-filler instances in the completed layout .................. 395
  Ratio of cells with drive above 1 in the final layout .................. 39.86%
  Leading cell types in the layout, fill and taps excluded .................. 75 x sky130_fd_sc_hd__clkdlybuf4s50_1, 40 x sky130_fd_sc_hd__mux2_4
  Most frequent logic cell in the layout .................. sky130_fd_sc_hd__clkdlybuf4s50_1

Final timing
  Total negative setup slack .................. 0 ns
  Relative max-transition margin .................. 57.80%
  Setup-failing EPs final .................. 0
  Max Freq .................. 133.9 MHz
  Final number of hold-violating endpoints .................. 0
  Least-Margin Pin Slew .................. 0.6329 ns
  Final slew viol count .................. 0
  Minimum clock period .................. 7.468 ns
  Unrepaired setup endpoints after global routing .................. false
  Smallest setup slack after layout .................. 5.232 ns
  Final cycle utilization of the critical path .................. 58.80%
  Largest clock skew in the final design .................. 0 ns

Clocking
  Number of buffers on the longest clock path .................. 2
  Clock transition at the registers of the reported paths .................. 0.07 ns
  Clock root buffer .................. sky130_fd_sc_hd__clkbuf_8
  Post-CTS sizing .................. 0
  Post-CTS Hold Buffers .................. 0
  Sink count of the clock tree .................. 64
  Post-CTS setup-driven buffer insertion count .................. 0
  CTS tree .................. yes
  TritonCTS buffer count .................. 9
  Late-Pin Clk Latency .................. 0.33 ns
  # H-tree levels .................. 3

Run
  Count of warning messages emitted by the tools .................. 25
  Max-cap violations .................. 0

Hold path
  Classification of the worst-slack hold path .................. reg2reg

Floorplan
  Starting density of the core .................. 42.31%
  Floorplan die area .................. 8236 sq um
  Die Wd .................. 90.75 microns
  Count of pins on the block boundary .................. 78
  Core region area .................. 7447 sq um
  Placement Rows .................. 31
  Die extent in y .................. 90.75 microns

Outcome
  Result of the run .................. complete, no violations
==> metal layers <==
metal | wire length (microns) | track usage (%) | vias up | part of all wire, %
li1 | - | - | 899 | -
met1 | 2998 | 26.61 | 950 | 48
met4 | 53 | 1.478 | 0 | 0.85
met3 | 354 | 4.530 | 4 | 5.7
met2 | 2804 | 25.76 | 54 | 45
met5 | 0 | 0 | - | 0
==> cells by family after synthesis <==
family	synth area share, %
AND/OR/NAND/NOR	6.235
multiplexers	37.81
buffers and inverters	3.852
flip-flops	52.11
==> worst paths after layout <==
path / start / endpoint / slack [ns] / cells past startpoint
max: addr[7] / rdata[2] / 5.23 / 6
max in group asynchronous: rst_n / data1_reg[23]$_DFFE_PN1P_ / 9.59 / 2
max reg2reg: data0_reg[21]$_DFFE_PN0P_ / data0_reg[21]$_DFFE_PN0P_ / 11.93 / 1
min in group asynchronous: rst_n / data0_reg[26]$_DFFE_PN0P_ / 2.19 / 1
min reg2reg: data0_reg[20]$_DFFE_PN0P_ / data0_reg[20]$_DFFE_PN0P_ / 0.49 / 1
min: data0_reg[20]$_DFFE_PN0P_ / data0_reg[20]$_DFFE_PN0P_ / 0.49 / 1
==> worst max-delay path, delay by kind of cell <==
kind / cells / cell delay, ns
buffers and inverters: 3 / 1.32
and+or+nand+nor: 3 / 1.05
==> synth_stat cells, types with 2 or more instances <==
master                     count  share of area (%)
sky130_fd_sc_hd__mux2_1        4                1.4
sky130_fd_sc_hd__mux2_2       20                7.1
sky130_fd_sc_hd__buf_8         3                1.4
sky130_fd_sc_hd__clkbuf_1      3               0.36
sky130_fd_sc_hd__dfrtp_1      32                 25
sky130_fd_sc_hd__nor2_1       32                3.8
sky130_fd_sc_hd__mux2i_1      32                 10
sky130_fd_sc_hd__nor4_4        2                1.4
sky130_fd_sc_hd__buf_6         4                1.4
sky130_fd_sc_hd__mux2_4       40                 19
sky130_fd_sc_hd__buf_2         4               0.64
sky130_fd_sc_hd__dfstp_2      32                 27
==> metrics by stage <==
step                instance area, sq um  total power, mW  hold slack (ns)  util [%]
detailed placement                  3961           0.2452           0.4754     53.19
finish                              4174           0.4286           0.4852     56.05
floorplan                           3151           0.2229           0.4574         -
CTS                                 4174           0.4359           0.4910     56.05
global placement                    3961           0.2452           0.4667     53.19
global route                        4174           0.4470           0.5116     56.05
==> power by group through the flow <==
stage	Clock (mW)	Sequential, mW	Combinational [mW]
after CTS	0.194	0.210	0.0321
after global routing	0.203	0.210	0.0342
final	0.187	0.210	0.0314
==> area by class of cell <==
cell class,count,area [sq um],area share [%]
tap,99,123.9,2.968
clock inverter,6,85.08,2.038
multi-input combinational,134,1398,33.48
timing repair buffer,82,798.3,19.12
sequential,64,1642,39.33
clock buffer,10,127.6,3.058
Power is estimated from default activity; no workload was simulated.
